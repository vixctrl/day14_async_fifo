<file path="./run.sh">
#!/bin/bash
# OpenROAD 26Q1-2900-gdf79404cd8, Yosys 0.63+post, stock flow scripts
make -C /OpenROAD-flow-scripts/flow DESIGN_CONFIG=/design/flow/config.mk WORK_HOME=/design/flow/orfs finish
</file>
<file path="./config.mk">
export PLATFORM = sky130hd
export DESIGN_NAME = single_port_ram
export DESIGN_NICKNAME = single_port_ram
export VERILOG_FILES = /design/flow/design.v
export SDC_FILE = /design/flow/constraint.sdc
export NUM_CORES = 4
export LEC_CHECK = 1
export CORE_UTILIZATION = 30
</file>
<file path="./constraint.sdc">
current_design single_port_ram

set clk_period 2.3
set clk_io_pct 0.2

create_clock -name clk0 -period $clk_period [get_ports {clk}]

set non_clock_inputs [all_inputs -no_clocks]
set_input_delay [expr $clk_period * $clk_io_pct] -clock clk0 $non_clock_inputs
set_output_delay [expr $clk_period * $clk_io_pct] -clock clk0 [all_outputs]
</file>
<file path="./design.v">
module single_port_ram #(
    parameter DATA_WIDTH = 8,
    parameter ADDR_WIDTH = 4
)(
    input wire clk,
    input wire we,                      
    input wire [ADDR_WIDTH-1:0] addr,    
    input wire [DATA_WIDTH-1:0] din,     
    output reg [DATA_WIDTH-1:0] dout     
);
    reg [DATA_WIDTH-1:0] mem [0:(1<<ADDR_WIDTH)-1];
    always @(posedge clk) begin
        if (we)
            mem[addr] <= din;   
        dout <= mem[addr];      
    end
endmodule
</file>
==> reports/metrics.cfg <==
[status]
status=complete, no violations

[worst_setup_path]
worstSetupStartpoint=addr[2]
end_kind=register
path_buffers=2
r2r-start=mem[11][0]$_DFFE_PP_
critPathTopFamily=simple AND/OR/NAND/NOR gates
slowest_stage=or3b_2
cp_cell_sequence=clkdlybuf4s50_1 -> or3b_2 -> nor3_1 -> buf_4
r2r_end=dout[0]$_DFF_P_
r2r_setup_slack_ns=0.96
arrival_ns=1.89
cp-start-kind=input port
max_stage_delay_ns=0.56
required_ns=2.41
cp_max_fo=8
r2r_cells=3
path_class=in2reg

[cts]
clk_path_buf_depth=2
hold_buffers=0
cts_sinks=136
cts_root_buf=clkbuf_16
clk_pin_slew_ns=0.06
cts_resized=0
cts_setup_buffers=0
clock_latency_ns=0.40
h-tree-depth=4
cts_tree=done
cts_buffers=17

[floorplanning]
dieWidth_um=132.0
core_region_area_sq_um=16520
dieArea_sq_um=17410
ios=22
die_h_um=132.0
rows=47
fp_util=0.3067

[global_routing]
grt.total_usage=0.1313
grt_max_degree=37
antenna_found_initial=0
first_global_vias=2723
grt_pass1_wl_mm=15.62
grt_overflow=0

[placement]
globalplace.congestion=0.7787
preCtsSetupSlack_ns=0.1176
dp_hpwl_mm=6.169
io_buffers=21

[detailed_routing]
wl_met2_mm=4.786
drt-initial-drc-count=155
wl_met3_mm=1.305
topRoutingLayerUsed=met4
antenna_cells_inserted=0
wirelength_mm=10.21
drc=0
ant_nets=0
avgRoutedWirePerCell_um=19.78
met1_length_mm=3.965
vias_per_cell=4.719
drtPass1Iterations=4
num_vias=2435

[final_timing]
setup_slack_ns=0.5210
fmax_ghz=0.5621
setup_tns_ns=0
fin_crit_sh=0.7735
timing.slew.headroom=0.5792
slew_viol_final=0
tightest_slew_ns=0.6293
final_hold_viol_count=0
fin_crit_ns=1.779
clock_skew_ns=0.004610
rsz0062_at_grt=no
setup_viol=0

[hold_path]
hp-class=in2reg
min_path_cells=4
hold_end=dout[7]$_DFF_P_
min-delay-start=addr[1]

[synth]
ys_seq_frac=0.7901
synth_flops=136
syn_avg_cell_area_sq_um=22.03
ys_area_sq_um=5067
synth_warnings=1
syn_inst=230
ys_cells=230
synth.distinct_cells=18
syn-cell-area_sq_um=5067

[job]
maxCapViolCount=0
warnings=25

[finish]
lay_top_count=edfxtp_1
nFillCells=1437
syn2layout_area_growth_pct=24.54
lay_top_cells=128 x edfxtp_1, 32 x mux4_2, 21 x buf_4, 19 x clkdlybuf4s50_1, 17 x clkbuf_16
drive_above_1_share=0.2973

[power]
ir_drop_mv=0.5091
leakage_nw=2.040
power.density_nw_per_um2=923.2

## area by class of cell
| cell class | count | area, sq um | share of cell area |
|---|---|---|---|
| Sequential cell | 136 | 4004 | 0.6344 |
| Multi-Input combinational cell | 83 | 1003 | 0.1590 |
| Clock buffer | 18 | 429.2 | 0.06800 |
| Timing Repair Buffer | 45 | 417.9 | 0.06622 |
| Tap cell | 220 | 275.3 | 0.04362 |
| Clock inverter | 14 | 181.4 | 0.02875 |
## cells in the mapped netlist
cell type	n	area share
a22oi_1	16	0.024
and2_1	1	0.0012
buf_1	4	0.0030
buf_2	2	0.0020
buf_6	2	0.0044
clkbuf_1	2	0.0015
clkbuf_2	1	0.00099
dfxtp_1	8	0.032
edfxtp_1	128	0.76
mux4_2	32	0.14
nand2_1	9	0.0067
nand2b_1	2	0.0025
nand3_1	1	0.00099
nand3b_1	2	0.0030
nor2_1	13	0.0096
nor2b_1	2	0.0025
nor3_1	4	0.0040
or3b_2	1	0.0017
## cell families (layout without fill, tap and decap cells)
family	count (synthesis)	in the layout	share of synthesized area
and+or+nand+nor	35	35	0.03210
buffers and inverters	11	77	0.01185
AOI/OAI and AO/OA	16	16	0.02370
DFF	136	136	0.7901
muxes	32	32	0.1422
## metal layers
metal | vias to the layer above | global-route usage
met3 | 15 | 0.07695
met5 | - | 0
met4 | 0 | 0.01809
li1 | 1069 | -
met2 | 147 | 0.1958
met1 | 1204 | 0.1795
## metrics by stage
stage	util	power, W	instance area, sq um	hold slack [ns]	cells
floorplan	-	0.002971	5067	0.5589	230
global placement	0.3450	0.003127	5700	0.6822	484
detailed placement	0.3450	0.003133	5700	0.6826	484
CTS	0.3819	0.005872	6311	0.6298	516
global route	0.3819	0.005992	6311	0.6468	516
finish	0.3819	0.005827	6311	0.6161	516
## flip-flops by register name (all words and copies together), names as in the netlist
| signal | cells |
|---|---|
| mem | 128 |
| dout | 8 |
## tightest hold or removal path, delay by kind of cell
kind	cells	cell delay (ns)
buffers and inverters	1	0.16
AOI/OAI and AO/OA	1	0.06
muxes	1	0.22
and+or+nand+nor	1	0.08
## power by group
part	switching, W	total, W	leakage [nW]	internal, W
clock	0.000951	0.00275	0.287	0.00180
sequential	0.0000168	0.00279	1.22	0.00277
combinational	0.000145	0.000288	0.530	0.000143
total	0.00111	0.00583	2.04	0.00471
## worst max-delay path by stage
stage / to / slack [ns] / depth (start not counted)
after CTS: mem[0][2]$_DFFE_PP_ / 0.54 / 4
final: mem[0][6]$_DFFE_PP_ / 0.52 / 4
after global routing: mem[0][1]$_DFFE_PP_ / 0.46 / 4
Power and IR drop assume default switching activity.
